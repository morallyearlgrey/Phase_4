File: design.v
module MUX_2_1 #(
    parameter WIDTH = 32
) (
    input [WIDTH-1:0] iData0,
    input [WIDTH-1:0] iData1,
    input iSel,  
    output [WIDTH-1:0] oData
);
    assign oData = iSel ? iData1 : iData0;
endmodule
File: run.sh
#!/bin/bash
# OpenROAD 26Q1-2900-gdf79404cd8, Yosys 0.63+post, stock flow scripts
make -C /OpenROAD-flow-scripts/flow DESIGN_CONFIG=/design/flow/config.mk WORK_HOME=/design/flow/orfs finish
File: config.mk
export PLATFORM = sky130hd
export DESIGN_NAME = MUX_2_1
export DESIGN_NICKNAME = MUX_2_1
export VERILOG_FILES = /design/flow/design.v
export SDC_FILE = /design/flow/constraint.sdc
export NUM_CORES = 4
export LEC_CHECK = 1
export CORE_AREA = 10 10 70 70
export DIE_AREA = 0 0 80 80
File: constraint.sdc
current_design MUX_2_1

set clk_period 1.0
set clk_io_pct 0.2

create_clock -name clk0 -period $clk_period

set non_clock_inputs [all_inputs -no_clocks]
set_input_delay [expr $clk_period * $clk_io_pct] -clock clk0 $non_clock_inputs
set_output_delay [expr $clk_period * $clk_io_pct] -clock clk0 [all_outputs]
==> CHANGELOG.md <==
### Implementation results

* Die height at 80 um
* Layout cells sized above 1 at 52.6%
* Cell area leaders: mux2_4, buf_12, mux2_2, buf_6
* Worst Path Required at 0.80 ns
* Die ar. at 6400 um^2
* DRT antenna net count at 0
* Leak at 0.852 nW
* # setup viols final at 32
* Routed vias at 720
* GRT Total Usage at 8.29%
* First-pass GRT wire length at 4310 um
* Post-CTS setup buffer count at 0
* Final RePlAce weighted congestion at 0.760
* PnR worst setup slack at -0.101 ns
* FP Core Util at 15.9%
* Ys cells at 36
* Final Non-Filler Cells at 181
* Mean Syn Cell Area at 15.1 um^2
* Slew Viols, Final at 0
* Post-detailed-route via-to-cell ratio at 3.98
* Number of global-route vias before repair at 811
* YS warnings at 0
* Slew headroom at 93.4%
* Largest stage delay on the critical path at 0.30 ns
* Clock buffers at 0
* Avg WL per Cell at 16.1 um
* Post-detailed-routing wire length at 2920 um
* Slowest library cell on the worst path: mux2_4
* Yosys stat area at 544 um^2
* Core Region at 3420 um^2
* # rows at 21
* Synth cell count leaders: mux2_4, buf_12, mux2_2
* Sequential share of the synthesized area at 0%
* Post-layout period usage at 110%
* Worst min-delay path class: input pin to output pin
* Largest net degree at the start of global routing at 10
* Number of max-cap violations at 0
* Post-cts hold-fix buffer tally at 0
* PwrDens at 394 nW/um^2
* Tool warnings at 34
* Yosys top cell by area: mux2_4
* DRC violations left at 0
* Startpoint Class: input pin
* RSZ-0062 raised after global routing: yes
* Critical path class: input pin to output pin
* Ports at 97
* Crit path max fanout at 6
* DP HPWL at 2410 um
* FF+latch area at 0 um^2
* Cell Type Count at 4
* Crit-path cells: buf_16 -> clkbuf_16 -> mux2_4 -> buf_6
* Buf/Inv on CP at 3
* Area grow syn2layout at 188%
* Placed Cells at 177
* # diodes at 0
* Synth top cell by count: mux2_4
* F_max at 908 MHz
* Final core occ at 45.8%
* DR iter-0 viols at 3
* Status: finished, violations left
* Post-layout minimum cycle time at 1.10 ns
* Initial antenna violation count at 0
* Worst-margin pin slew at 0.0992 ns
* Grt total ovfl at 0
* Die extent in x at 80 um
* Syn Inst Count at 36
* Port-buffer cells at 97
* Seq_cells at 0
* Max rail drop VDD at 0.185 mV
* Top delay family on crit path: buffers and inverters
* Cell Area, Synth at 544 um^2
* TritonRoute pass-1 iters at 2
* Crit. End Element: output pin
* Final tally of hold violations at 0
* Violated checks: negative setup slack
* Worst path arrival time at 0.90 ns
* Top cell area share at 82.8%
## logic make-up (layout without fill, tap and decap cells)
family / Yosys count / after routing / share of synthesized area (%)
buf+inv: 4 / 103 / 13.1
mux: 32 / 32 / 86.9
## layout make-up
class                           instances  area [um^2]
Fill cell                             335         1850
Timing Repair Buffer                  103         1030
Multi-Input combinational cell         32          480
Tap cell                               46         57.6
## metal layers
| layer | routed length (um) | global-route usage, % | vias up |
|---|---|---|---|
| met3 | 278 | 2.50 | 2 |
| li1 | - | - | 342 |
| met4 | 21 | 0.704 | 0 |
| met2 | 1430 | 13.9 | 53 |
| met1 | 1190 | 10.5 | 323 |
| met5 | 0 | 0 | - |
## placed cells by master, fill, tap and decap left out, drive strengths merged
| cell | n |
|---|---|
| dlygate4sd2 | 64 |
| mux2 | 32 |
| clkbuf | 1 |
| buf | 38 |
## repair_timing
action / in CTS / in global routing
pin swaps: 0 / 0
gates resized: 186 / 6
setup endpoints to repair: 32 / 32
endpoints found under the hold margin: 0 / 0
gates cloned: 3 / 1
## power by group
| group | switching, mW | internal, mW | total, mW |
|---|---|---|---|
| clock | 0 | 0 | 0 |
| sequential | 0 | 0 | 0 |
| combinational | 0.138 | 0.478 | 0.616 |
| total | 0.138 | 0.478 | 0.616 |
## worst paths after layout
check / depth (start not counted) / endpoint / from
worst max-delay path: 4 / oData[26] / iSel
worst min-delay path: 3 / oData[25] / iData0[25]
## stage by stage
step	hold WS [ns]	setup WS (ns)	cell area (um^2)	power, mW	setup TNS [ns]
after global routing	0.807	-0.110	1570	0.662	-3.26
final	0.794	-0.101	1570	0.616	-2.64
after detailed placement	1.33	-0.496	1540	0.656	-15.30
after global placement	1.33	-0.492	1540	0.654	-15.26
after CTS	0.800	-0.0918	1500	0.593	-2.59
after floorplan	0.498	0.0669	544	0.206	0
No activity file was given, so power comes from the tool's default toggle rates.
